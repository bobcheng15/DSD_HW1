==> flow/design.v <==
module pingpong(clk, rst_n, flip, hold, out, max, min, dir);
input clk, rst_n, flip, hold;
output reg [3:0] out;
output max, min;
output reg dir;
reg [3:0] next_out;
reg next_dir;
always @(posedge clk or negedge rst_n) begin
    if (rst_n == 1'b0)begin
        dir <= 1'b0;
        out <= 4'b0000;
    end
    else begin
        dir <= next_dir;
        out <= next_out;
    end
end
always @(*) begin
    next_out = out;
    next_dir = dir;
    if (hold == 0) begin
        if (dir == 1'b0) begin
            next_out = out + 1'b1;
            if (flip == 1'b0) begin
                next_dir = (out == 4'b1110)? 1'b1: 1'b0;
            end
            else begin
                next_dir = (out != 4'b0000)? !dir: dir;
            end
        end
        else begin
            next_out = out - 1'b1;
            if (flip == 1'b0) begin
                next_dir = (out == 4'b0001)? 1'b0: 1'b1;
            end
            else begin
                next_dir = (out != 4'b1111)? !dir: dir;
            end
        end
    end
    else begin
    end
end
assign max = (out == 4'b1111)? 1'b1: 1'b0;
assign min = (out == 4'b0000)? 1'b1: 1'b0;
endmodule
==> flow/run.sh <==
#!/bin/bash
# OpenROAD 26Q1-2900-gdf79404cd8, Yosys 0.63+post, stock flow scripts
make -C /OpenROAD-flow-scripts/flow DESIGN_CONFIG=/design/flow/config.mk WORK_HOME=/design/flow/orfs finish
==> flow/config.mk <==
export PLATFORM = sky130hd
export DESIGN_NAME = pingpong
export DESIGN_NICKNAME = pingpong
export VERILOG_FILES = /design/flow/design.v
export SDC_FILE = /design/flow/constraint.sdc
export NUM_CORES = 4
export LEC_CHECK = 1
export CORE_AREA = 10 10 70 70
export DIE_AREA = 0 0 80 80
==> flow/constraint.sdc <==
current_design pingpong

set clk_period 1.7
set clk_io_pct 0.2

create_clock -name clk0 -period $clk_period [get_ports {clk}]

set non_clock_inputs [all_inputs -no_clocks]
set_input_delay [expr $clk_period * $clk_io_pct] -clock clk0 $non_clock_inputs
set_output_delay [expr $clk_period * $clk_io_pct] -clock clk0 [all_outputs]
==> impl_metrics.yaml <==
# physical design summary
drt:
  dr_total_vias: 336
  drt-wirelength-per-cell_um: 9.621
  drt_first_pass_iters: 2
  vias_per_cell: 3.262
  detail_route.wirelength_um: 991
  drc_errors_left: 0
  drt_iter0_markers: 4
  antenna_left: 0
  insertedDiodeCount: 0
placement:
  dp_hpwl_um: 724.9
  place.gp.congestion: 0.7840
  io_buffers: 10
logic_synthesis:
  netlist_instances: 34
  synth_seq_share_pct: 35.84
  synth.lib_cells_used.distinct: 20
  flop_cell: "sky130_fd_sc_hd__dfrtp_1"
  synth_area_leader_cell: "sky130_fd_sc_hd__dfrtp_1"
  synth.yosys.chip_area_sq_um: 349.1
  area_leader_share_pct: 35.84
  yosysWarnings: 1
  mean_syn_cell_area_sq_um: 10.27
  count_of_flip_flops_with_a_built_in_enable_after_synthesis: 0
  yosys_register_bits: 5
  post_synth_most_frequent_cells: "sky130_fd_sc_hd__dfrtp_1 (5), sky130_fd_sc_hd__ha_1 (4), sky130_fd_sc_hd__inv_1 (3)"
  ys_top_cells_by_area: "sky130_fd_sc_hd__dfrtp_1 (36%), sky130_fd_sc_hd__ha_1 (14%), sky130_fd_sc_hd__a221oi_1 (5.0%)"
  syn-cell-area_sq_um: 349.1
  synth.most_common_cell: "sky130_fd_sc_hd__dfrtp_1"
  synthArstFlopShare_pct: 100.0
  synth.yosys.num_cells: 34
finish:
  area_delta_synth_final_pct: 81.00
  drive_gt1_share_pct: 40.35
  nFillCells: 393
die:
  die_w_um: 80
  die_height_um: 80
  core-area_sq_mm: 0.003416
  io-pin-count: 11
  chip_area_sq_mm: 0.006400
  initial_core_util_pct: 10.22
  placement_rows: 21
setup_path:
  ordered_cell_list_for_the_critical_path: "buf_6, buf_4, clkdlybuf4s50_1"
  critical-path-slowest-cell: "sky130_fd_sc_hd__clkdlybuf4s50_1"
  critical_path_required_ns: 1.36
  cp.arrival_ns: 1.31
  setup.worst_path.end_class: "primary output"
  path_class: "register to primary output"
  critical_path.max_fanout: 4
  max_stage_delay_ns: 0.42
  startpoint_type: "register"
grt:
  grt_start_max_net_pins: 9
  first_pass_grt_wire_length_um: 1759
  globalRouteTotalUtil_pct: 3.366
  first_global_vias: 378
  antenna_found_initial: 0
  grt_overflow: 0
clocking:
  htree_num_levels: 1
  clock_latency_ns: 0.24
  number_of_buffers_created_by_cts: 3
  ctsLongestPathBuffers: 2
  post_cts_hold_buffer_count: 0
  cts.root.buffer_cell: "sky130_fd_sc_hd__clkbuf_4"
  clk_pin_slew_worst_paths_ns: 0.04
  clock-sinks: 5
  tritoncts_clock_tree: "done"
sta:
  finalCritPeriodShare_pct: 97.13
  max_freq_mhz: 605.6
  slew_violations: 0
  final_hold_viol_count: 0
  slew_headroom_pct: 82.29
  fin_worst_skew_ns: 0.001446
  finalSetupViolCount: 0
  fin_setup_tns_ns: 0
  worstMarginPinSlew_ns: 0.2648
  final.min_clock_period_ns: 1.651
pwr:
  p_per_area_mw_per_mm2: 1714
  ir_drop_v: 0.0004113
  leakagePower_nw: 0.2825
  totalPowerFinal_mw: 1.083
run:
  openroad_warnings: 28
  max_cap_viol_count: 0
outcome:
  status: "finished, final reports clean"
hold_path:
  hold_path.class: "input pin to async pin"
==> cell families (layout without fill, tap and decap cells) <==
| logic type | Yosys count | count (layout) | share of synthesized area [%] |
|---|---|---|---|
| AOI/OAI and AO/OA | 7 | 7 | 16.13 |
| buffers and inverters | 4 | 27 | 4.658 |
| adders and majority gates | 4 | 4 | 14.34 |
| DFF | 5 | 5 | 35.84 |
| and+or+nand+nor | 9 | 9 | 16.13 |
| xor gates and xnor gates | 4 | 4 | 10.04 |
| muxes | 1 | 1 | 2.867 |
==> metal layers <==
| metal | part of all wire [%] | up-vias | global-route usage, % | routed length (um) |
|---|---|---|---|---|
| li1 | - | 163 | - | - |
| met1 | 37 | 157 | 3.949 | 370 |
| met2 | 47 | 12 | 4.976 | 470 |
| met3 | 10 | 4 | 1.818 | 102 |
| met4 | 4.7 | 0 | 1.408 | 47 |
| met5 | 0 | - | 0 | 0 |
==> power by group <==
group | internal [mW] | total, mW | switching, mW | leakage [nW]
Clock | 0.0888 | 0.139 | 0.0501 | 0.0150
Sequential | 0.188 | 0.295 | 0.107 | 0.0565
Combinational | 0.433 | 0.649 | 0.215 | 0.211
==> registers in the layout, indices dropped and copies added, names as in the netlist <==
name,flops
out,4
dir,1
==> what timing repair did <==
item                       4_1_cts  5_1_grt
setup endpoints to repair        2        4
setup buffers                    6        2
gates resized                    9        7
pin swaps                        1        1
==> layout make-up <==
| cell class | instances | area, sq um | share of cell area [%] |
|---|---|---|---|
| sequential | 5 | 127.6 | 20.20 |
| multi-input combinational | 25 | 227.7 | 36.04 |
| timing repair buffer | 20 | 178.9 | 28.32 |
| clock buffer | 4 | 26.28 | 4.158 |
| inverter | 3 | 13.76 | 2.178 |
| tap | 46 | 57.56 | 9.109 |
==> cells in the final DEF (no fill, tap or decap), types with 2 or more instances in the layout <==
| master | instances |
|---|---|
| sky130_fd_sc_hd__clkdlybuf4s50_1 | 7 |
| sky130_fd_sc_hd__buf_4 | 8 |
| sky130_fd_sc_hd__dfrtp_2 | 2 |
| sky130_fd_sc_hd__xor2_1 | 2 |
| sky130_fd_sc_hd__nor2_1 | 2 |
| sky130_fd_sc_hd__clkbuf_4 | 3 |
| sky130_fd_sc_hd__buf_6 | 2 |
| sky130_fd_sc_hd__nand2b_1 | 2 |
| sky130_fd_sc_hd__xnor2_1 | 2 |
| sky130_fd_sc_hd__ha_1 | 2 |
| sky130_fd_sc_hd__a221oi_1 | 2 |
| sky130_fd_sc_hd__dfrtp_1 | 3 |
==> metrics by stage <==
| step | setup slack, ns | area (sq um) | cells | hold WS, ns | utilization (%) |
|---|---|---|---|---|---|
| 3_3_place_gp | 0.07256 | 516.7 | 91 | 0.5722 | 15.13 |
| 2_1_floorplan | 0.4032 | 349.1 | 34 | 0.04441 | - |
| 6_report | 0.04876 | 631.9 | 103 | 0.3102 | 18.50 |
| 5_1_grt | -0.005723 | 631.9 | 103 | 0.3150 | 18.50 |
| 3_5_place_dp | 0.06170 | 516.7 | 91 | 0.5780 | 15.13 |
| 4_1_cts | 0.002796 | 600.6 | 101 | 0.3143 | 17.58 |
==> final timing paths <==
check                        from     end  depth (start not counted)  slack (ns)
setup / recovery           out[0]  out[0]                          3        0.05
hold / removal              rst_n  out[3]                          1        0.31
setup reg to reg           out[1]  out[3]                          5        0.17
hold reg to reg            out[2]  out[2]                          1        0.56
max in group asynchronous   rst_n  out[2]                          1        1.19
min in group clk0          out[2]  out[2]                          1        0.56
==> critical path: cells and delay by family, from the launching register on <==
kind / cells / cell delay, ns
buffers and inverters: 3 / 0.69
flip-flops: 1 / 0.39
Power figures rest on the tool's default switching activity, not on a simulated workload.
